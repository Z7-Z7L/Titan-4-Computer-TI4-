===== ./design.v =====
module CU (
  input  logic [15:0] instruction,  
  input  logic [7:0]  flags,  
  output logic [3:0]  opcode,
  output logic [3:0]  operand0,
  output logic [3:0]  operand1,
  output logic [3:0]  operand2,
  output logic        reg_write,
  output logic [3:0]  alu_op,
  output logic        mem_read,
  output logic        mem_write,
  output logic        pc_inc,
  output logic        pc_load,  
  output logic [4:0]  pc_target,  
  output logic        hlt
);
  localparam FLAG_Z  = 0;  
  localparam FLAG_C  = 1;  
  localparam FLAG_N  = 2;  
  localparam FLAG_V  = 3;  
  localparam FLAG_EQ = 4;  
  localparam FLAG_NE = 5;  
  localparam FLAG_GT = 6;  
  localparam FLAG_LT = 7;  
  assign opcode = instruction[15:12];
  assign operand0 = instruction[11:8];
  assign operand1 = instruction[7:4];
  assign operand2 = instruction[3:0];
  always_comb begin
    reg_write = 0;
    alu_op    = 4'b0;
    mem_read  = 0;
    mem_write = 0;
    pc_inc    = 1;
    pc_load   = 0;
    pc_target = 5'b0;
    hlt       = 0;
    case (opcode)
      4'b0000: begin  
        pc_inc = 0;
        hlt = 1;
      end
      4'b0001: begin  
        alu_op = 4'b0001;
        reg_write = 1;
      end
      4'b0010: begin  
        alu_op = 4'b0010;
        reg_write = 1;
      end
      4'b0011: begin  
        alu_op = 4'b0011;
        reg_write = 1;
      end
      4'b0100: begin  
        alu_op = 4'b0100;
        reg_write = 1;
      end
      4'b0101: begin  
        alu_op = 4'b0101;
        reg_write = 1;
      end
      4'b0110: begin  
        alu_op = 4'b0110;
        reg_write = 1;
      end
      4'b0111: begin  
        alu_op = 4'b0111;
        reg_write = 1;
      end
      4'b1000: begin  
        alu_op = 4'b1000;
        reg_write = 1;
      end
      4'b1001: begin  
        alu_op = 4'b1001;
        reg_write = 1;
      end
      4'b1010: begin  
        alu_op = 4'b1010;
        reg_write = 1;
      end
      4'b1011: begin  
        pc_inc = 0;
        pc_load = 1;
        pc_target = instruction [4:0];
      end
      4'b1100: begin  
        pc_inc = 1;
        pc_load = 0;  
        pc_target = 5'b0;  
        unique case (operand0)
          4'b0000: if (flags[FLAG_Z]) pc_load = 1;
          4'b0001: if (flags[FLAG_C]) pc_load = 1;
          4'b0010: if (flags[FLAG_N]) pc_load = 1;
          4'b0011: if (flags[FLAG_V]) pc_load = 1;
          4'b0100: if (flags[FLAG_EQ]) pc_load = 1;
          4'b0101: if (flags[FLAG_NE]) pc_load = 1;
          4'b0110: if (flags[FLAG_GT]) pc_load = 1;
          4'b0111: if (flags[FLAG_LT]) pc_load = 1;
        endcase
        if (pc_load) begin
          pc_inc = 0;
          pc_target = instruction [4:0];
        end
      end
      4'b1101: begin  
        alu_op = 4'b1101;
        reg_write = 0;
      end
      4'b1110: begin  
        mem_read = 1;
        reg_write = 1;
      end
      4'b1111: begin  
        mem_write = 1;
      end
    endcase
  end
endmodule

===== ./run.sh =====
#!/bin/bash
# OpenROAD 26Q1-2900-gdf79404cd8, Yosys 0.63+post, stock flow scripts
make -C /OpenROAD-flow-scripts/flow DESIGN_CONFIG=/design/flow/config.mk WORK_HOME=/design/flow/orfs finish

===== ./constraint.sdc =====
current_design CU

set clk_period 3.7
set clk_io_pct 0.2

create_clock -name clk0 -period $clk_period

set non_clock_inputs [all_inputs -no_clocks]
set_input_delay [expr $clk_period * $clk_io_pct] -clock clk0 $non_clock_inputs
set_output_delay [expr $clk_period * $clk_io_pct] -clock clk0 [all_outputs]

===== ./config.mk =====
export PLATFORM = sky130hd
export DESIGN_NAME = CU
export DESIGN_NICKNAME = CU
export VERILOG_FILES = /design/flow/design.v
export SDC_FILE = /design/flow/constraint.sdc
export NUM_CORES = 4
export LEC_CHECK = 1
export CORE_AREA = 10 10 70 70
export DIE_AREA = 0 0 80 80

==> changes_impl.md <==
## Flow update

* Starting Density at 0.124
* Slew margin rel. at 0.694
* Hold Crit Class: in -> out
* # setup viols final at 0
* Final instance area at approximately 830 um2
* Fin. Hold Viols at 0
* Antenna violations before repair at 0
* Synth Area in Adders at 0
* Gpl congestion at approximately 0.8
* Fmax at slightly below 0.3 GHz
* Hold_buf cts at 0
* Wirelength per Cell at approximately 13 um
* DR pass1 iterations at 2
* CP max stage cell: clkdlybuf4s50_1
* Slew Viols, Final at 0
* Setup bufs post-CTS at 0
* First-pass GRT wire length at between 2 and 3 mm
* Hold Startpoint: instruction[5]
* Chip Height at approximately 80 um
* Crit path cell chain: clkdlybuf4s50_1, mux2i_1, a21oi_1, o211ai_2, o221a_1, clkdlybuf4s50_1
* Tcrit/Tclk final at 0.938
* Register area share after synthesis at 0
* Initial drt markers at 8
* Flop count at 0
* Post-Syn Area at around 420 um2
* # Max-Cap Violations at 0
* DR DRC count at 0
* Peak VDD IR at between 0.00003 and 0.00004 V
* Crit start category: input port
* Post-Synthesis Cells at around 68
* CP delay by family, top: buffers and inverters
* Post-Syn Area per Cell at around 6.2 um2
* Yosys cell count at 68
* Metal2 WL at approximately 730 um
* Core area at 3420 um2
* Antenna Nets Post-Route at 0
* CP dominant cell by count: clkdlybuf4s50_1
* Commonest Layout Cell: clkdlybuf4s50_1
* HPWL Detailed at 1.61 mm
* Hold endpoint: operand1[1]
* YS warnings at 1
* Avg Vias per Cell at 3.95
* Vias in the first global route at just under 600
* Die x size at 80 um
* Most instantiated logic cells after routing: clkdlybuf4s50_1 (49), nand2_1 (12), o22ai_1 (6)
* YS chip area at 424 um2
* Outcome: complete, no violations
* Hold Path Depth at 0
* Simple-Gate Fraction of Synth Area at 0.251
* Chip area at 6400 um2
* Crit path DRT at between 2000 and 3000 ps
* Worst Max-Slew Pin Slew at ~450 ps
* Critical path arrival at ~2700 ps
* Fraction of layout cells with a size suffix above 1 at 0.0306
* Setup crit end kind: output pin
* Area grow syn2layout at 96.8%
* Num ports at about 55
* Xor/xnor share at 0
* Routed wl met3 at about 340 um
* Placed Area at around 830 um2
* Stage-log warning count at 32
* CP max stage delay at approximately 620 ps
* M1 WL at around 850 um
* PostCTS Resize Cnt at 0
* Power per cell area at 95.1 nW/um2
* Comb area leader: buffers and inverters
* Grt ovf at 0
* Reg area at 0 um2
* Aoi share at 0.310
* GRT Util Overall at 0.0561
* Leakage at roughly 0.28 nW
* Row Count at 21
* Period minus WS final at between 3000 and 4000 ps
* Crit path max fanout at 7
* CP Buf/Inv Count at 2
* CLK BUF at 0
* Final WL at ~1.9 mm
* Routed vias at 569
* Unrepaired setup endpoints after global routing: false
* Port bufs at 49
* Cell variety after synth at 25
* # diodes at 0
* Setup_tns at 0 ps
* Top sig layer: met3
* Area fraction in mux cells at 0.0708
* Pin count of the biggest net entering global routing at 12
* WS Path Type: in -> out
## cells by family (layout without fill, tap and decap cells)
group                  count (synthesis)  count (layout)
buffers and inverters                 23              53
AOI/OAI and AO/OA                     20              20
muxes                                  3               3
and+or+nand+nor                       22              22
## synth_stat cells (2+ instances only)
master	n	area, um2
mux2i_1	3	30.0
nand2_1	12	45.0
buf_4	16	120
a21oi_1	5	25.0
o22ai_1	6	37.5
nor2_1	2	7.51
o21ai_0	3	15.0
inv_1	3	11.3
buf_2	2	10.0
## layout make-up
cell class	count	area (um2)
repair buffers	50	498
inverters	3	11.3
multi-input cells	45	268
well taps	46	57.6
fillers	390	2580
## how the worst max path moves through the flow
stage	from	end	slack [ps]	cells after the start
finish	instruction[8]	pc_inc	230	6
global route	instruction[8]	pc_inc	70	6
CTS	instruction[8]	pc_inc	220	6
## layer usage
layer	global-route usage	up-vias
met2	0.0795	40
met4	0	0
met5	0	-
met3	0.0375	0
li1	-	286
met1	0.0732	243
## through the flow
stage | util | setup WS [ps] | hold slack, ps | cells | total power [mW]
after floorplan | - | 1440 | 1510 | 68 | 0.0326
after global placement | 0.244 | 292 | 1480 | 144 | 0.0803
final | 0.244 | 230 | 1480 | 144 | 0.0793
after CTS | 0.244 | 217 | 1480 | 144 | 0.0807
after detailed placement | 0.244 | 232 | 1480 | 144 | 0.0799
after global routing | 0.244 | 73.4 | 1480 | 144 | 0.0877
## report_power, final
group	internal (mW)	total, mW	switching (mW)
Sequential	0	0	0
Clock	0	0	0
Combinational	0.0525	0.0793	0.0269
Total	0.0525	0.0793	0.0269
No activity file was given, so power comes from the tool's default toggle rates.
