## flow/run.sh

```bash
#!/bin/bash
# OpenROAD 26Q1-2900-gdf79404cd8, Yosys 0.63+post, stock flow scripts
make -C /OpenROAD-flow-scripts/flow DESIGN_CONFIG=/design/flow/config.mk WORK_HOME=/design/flow/orfs finish
```

## flow/config.mk

```make
export PLATFORM = sky130hd
export DESIGN_NAME = Mem
export DESIGN_NICKNAME = Mem
export VERILOG_FILES = /design/flow/design.v
export SDC_FILE = /design/flow/constraint.sdc
export NUM_CORES = 4
export LEC_CHECK = 1
export CORE_UTILIZATION = 50
```

## flow/constraint.sdc

```tcl
current_design Mem

set clk_period 3.0
set clk_io_pct 0.2

create_clock -name clk0 -period $clk_period [get_ports {clk}]

set non_clock_inputs [all_inputs -no_clocks]
set_input_delay [expr $clk_period * $clk_io_pct] -clock clk0 $non_clock_inputs
set_output_delay [expr $clk_period * $clk_io_pct] -clock clk0 [all_outputs]
```

## flow/design.v

```verilog
module Mem #(
    parameter ADDR_WIDTH = 5,    
    parameter DATA_WIDTH = 4     
)(
    input  logic clk,
    input  logic we,                         
    input  logic [ADDR_WIDTH-1:0] addr,      
    input  logic [DATA_WIDTH-1:0] data_in,   
    output logic [DATA_WIDTH-1:0] data_out   
);
    logic [DATA_WIDTH-1:0] mem [0:(1<<ADDR_WIDTH)-1];
    always_ff @(posedge clk) begin
        if (we) begin
            mem[addr] <= data_in;
        end
    end
    assign data_out = mem[addr];
endmodule
```

==> run notes <==
impl run done, here's what came out: setup TNS=0 ns, CORE AREA=10300 um2, Post-DRT Antenna Nets=0, Synth top cell by count=edfxtp_1, CP max stage delay=0.38 ns, Post-synth EDFFs=128, Slew Limit Fails=0, first-pass GRT wire length=16.5 mm, CTS tree=done, Max Root-Sink Buffers=2, Inst Count DP=483, vias post-DR=2927, post-route insts no fill=522, area leader, netlist=edfxtp_1, Critical-path top delay cell=nor4_2, number of flip-flops in the largest register=128, Leakage=2.32 nW, layout cell share with drive strength beyond 1=26.9%, clock share of power=46.1%, # rows=37, setup violators final=0, Biggest register=mem, CP max FO=7, combinational fraction of design power=6.2%, Yosys Instances=314, met1 Track Usage GR=38.0%, die extent in x=105 um, synth unique cells=23, crit path kind=in2out, Power Dens Cells=637 nW/um2, dpl cell area=5760 um2, hold endpoint=mem[26][2], syn avg cell area=16.7 um2, Pwr Total=4.18 mW, root buf cell=clkbuf_8, sequential fraction of design power=47.7%, WL per Instance=20.3 um, Final min period=2.86 ns, Worst Max-Slew Pin Slew=0.609 ns, post-synthesis sequential area ratio=73.1%, Arr. time, crit path=2.26 ns, switching pwr=822 uW, Area leader share=73.1%, type of the most critical hold path=in2reg, status=finished, final reports clean, fmax=0.349 GHz, Residual DRC=0, maximum number of pins on one net before global-route repair=33, Final period util=95.4%, CP bufs+invs=4, Crit. End Element=output port, maximum vdd drop=436 uV, final instance area=6570 um2, total iterations of the first detailed-routing run=4, Commonest flop=edfxtp_1, n_diodes=0, via-per-instance ratio=5.61, H-tree depth=4, sw frac=19.6%, grt met2 use=34.6%, final tally of hold violations=0, Post-synth ARST share=0%, total CTS buffers=17, final core occ=63.9%, RePlAce Congestion=0.902, Synth top cells by count=128 x edfxtp_1, 64 x mux2i_1, 32 x o22ai_1, 29 x nor2_1, 8 x nor4_1, max cap viols=0, filler instances=730, port buffer count=14, Worst Hold Depth=4, Overflow after GRT=0, top flop regs=mem: 128 flops, post-synthesis cell count=314, Crit path max-delay family=buffers and inverters, initial antenna violation count=0, Layout area overhead=24.9%, GRT Overall Usage=22.8%, final wirelength=10.6 mm, Die Ht=105 um, Most Frequent Cell on Critical Path=dlygate4sd2_1, Worst Hold Launch=addr[2], Rel. slew slack=59.1%, Yosys Chip Area=5260 um2, total I/O pin count=15, Worst-path clk slew=0.06 ns, vias in the first global route=3001, Required @ worst endpoint=2.40 ns, 1st-iter DRT viols=137, Initial Util=51.2%, hpwl dp=6.97 mm, grt peak-use layer=met1, Critical Path Start Type=input pin, Die Area=10900 um2, Post-synth area hogs=edfxtp_1 73%, mux2i_1 12%, o22ai_1 3.8%, met3 Usage GRT=7.43%, Log Warnings=25, cell internal pwr=3.36 mW, Cell Area, Synth=5260 um2, clock sinks=128, Ys Warns=1, register bit total from synthesis=128, Critical Path, Cell by Cell=dlygate4sd2_1, buf_6, buf_4, nand4bb_1, o22ai_1, nor4_2, nand2_1, dlygate4sd2_1, RSZ-0062 raised after global routing=no
-- layout make-up --
type | instances | area, um2 | share of cell area (%)
sequential | 128 | 3840 | 58.5
multi-input combinational | 169 | 1450 | 22.1
timing repair buffer | 57 | 531 | 8.08
clock buffer | 20 | 425 | 6.48
tap | 136 | 170 | 2.59
clock inverter | 12 | 143 | 2.17
-- cells in the final DEF, fill, tap and decap left out, types with 3 or more instances in the layout --
cell type / instances
nor4_1: 3
nor4_2: 5
edfxtp_1: 128
or4b_4: 4
nand2_1: 6
nand3b_1: 4
dlygate4sd2_1: 7
buf_6: 4
clkdlybuf4s50_1: 5
o22ai_1: 15
clkinv_2: 5
bufinv_16: 3
nor2_1: 29
buf_4: 35
buf_12: 5
clkbuf_16: 16
o22ai_2: 15
or4bb_4: 3
nor3_1: 4
nand4b_1: 4
nand4bb_1: 3
mux2i_1: 64
clkbuf_1: 3
-- per-layer routing --
layer,vias to the layer above,routed length [um]
met5,-,0
met4,0,191
met3,17,818
met2,101,5150
met1,1425,4410
li1,1384,-
-- metrics by stage --
| step | setup slack (ns) | hold slack [ns] |
|---|---|---|
| after floorplan | 0.826 | 0.699 |
| after global placement | -0.399 | 1.46 |
| after detailed placement | -0.368 | 1.46 |
| after CTS | 0.0907 | 0.817 |
| after global routing | 0.00851 | 0.843 |
| final | 0.137 | 0.850 |
-- worst min-delay path, delay by kind of cell --
family | cells | cell delay, ns
buffers and inverters | 3 | 0.47
AND/OR/NAND/NOR | 1 | 0.10
-- timing repair --
item                       in CTS  in global routing
gates cloned                    2                  0
hold buffers                    0                  0
setup endpoints to repair       4                  2
setup buffers                   5                  0
pin swaps                      19                  1
resized                        42                  1
-- power groups by stage --
stage,registers (mW),clock network (mW),logic (mW)
finish,2.00,1.93,0.259
CTS,2.00,1.96,0.259
global route,2.00,2.05,0.278
-- cell families (layout without fill, tap and decap cells) --
family / Yosys count / after routing / share of synthesized area [%]
flops: 128 / 128 / 73.1
simple gates: 73 / 73 / 8.54
mux: 64 / 64 / 12.2
compound gates: 32 / 32 / 3.81
buf+inv: 17 / 89 / 2.38
-- worst max-delay path by stage --
stage | from | endpoint | cells after the start
4_1_cts | addr[1] | data_out[2] | 8
5_1_grt | addr[1] | data_out[2] | 8
6_report | addr[3] | data_out[3] | 8
No activity file was given, so power comes from the tool's default toggle rates.
