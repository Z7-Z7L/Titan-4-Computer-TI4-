## design.v

```verilog
module ALU(
  output reg [3:0] o,
  output reg [7:0] flags,
  input [3:0] opcode,
  input [3:0] a,
  input [3:0] b
);
  localparam FLAG_Z  = 0;  
  localparam FLAG_C  = 1;  
  localparam FLAG_N  = 2;  
  localparam FLAG_V  = 3;  
  localparam FLAG_EQ = 4;  
  localparam FLAG_NE = 5;  
  localparam FLAG_GT = 6;  
  localparam FLAG_LT = 7;  
  wire [4:0] sub_result = {1'b0, a} - {1'b0, b};
  always @(*) begin
    o = 4'b0000;
    flags = 8'b00000000;
    flags[FLAG_EQ] = (a == b);
    flags[FLAG_NE] = (a != b);
    flags[FLAG_GT] = (a > b);    
    flags[FLAG_LT] = (a < b);    
    case(opcode)
      4'b0001: begin
        o = a + b;
        flags[FLAG_Z] = (o == 4'b0000);
        flags[FLAG_C] = (a + b > 15);  
        flags[FLAG_N] = o[3];          
        flags[FLAG_V] = (a[3] == b[3]) && (o[3] != a[3]);
      end     
      4'b0010: begin
        o = a - b;
        flags[FLAG_Z] = (o == 4'b0000);
        flags[FLAG_C] = ~sub_result[4];   
        flags[FLAG_N] = o[3];             
        flags[FLAG_V] = (a[3] != b[3]) && (o[3] != a[3]);
        flags[FLAG_EQ] = flags[FLAG_Z];
        flags[FLAG_NE] = ~flags[FLAG_Z];
        flags[FLAG_GT] = ~flags[FLAG_Z] & ~flags[FLAG_C];
        flags[FLAG_LT] = flags[FLAG_C];
      end     
      4'b0011: begin 
        o = a & b;
        flags[FLAG_Z] = (o == 4'b0000);
        flags[FLAG_N] = o[3];
      end     
      4'b0100: begin 
        o = a | b;
        flags[FLAG_Z] = (o == 4'b0000);
        flags[FLAG_N] = o[3];
      end     
      4'b0101: begin 
        o = ~(a | b);
        flags[FLAG_Z] = (o == 4'b0000);
        flags[FLAG_N] = o[3];
      end  
      4'b0110: begin 
        o = a ^ b;
        flags[FLAG_Z] = (o == 4'b0000);
        flags[FLAG_N] = o[3];
      end     
      4'b0111: begin
        o = a >> 1;
        flags[FLAG_Z] = (o == 4'b0000);
        flags[FLAG_N] = o[3];
        flags[FLAG_C] = a[0];   
      end    
      4'b1000: begin
        o = a << 1;
        flags[FLAG_Z] = (o == 4'b0000);
        flags[FLAG_N] = o[3];
        flags[FLAG_C] = a[3];   
      end    
      4'b1001: o = b;   
      4'b1010: begin
        o = a + b;
        flags[FLAG_Z] = (o == 4'b0000);
        flags[FLAG_C] = (a + b > 15);  
        flags[FLAG_N] = o[3];          
        flags[FLAG_V] = (a[3] == b[3]) && (o[3] != a[3]);
      end     
      4'b1101: begin
        o = 4'b0000;
        flags[FLAG_Z] = (sub_result[3:0] == 4'b0000);
        flags[FLAG_N] = sub_result[3];
        flags[FLAG_V] = (a[3] != b[3]) && (sub_result[3] != a[3]);
        flags[FLAG_C] = ~sub_result[4];
        flags[FLAG_LT] = sub_result[4];
        flags[FLAG_GT] = ~flags[FLAG_Z] & ~sub_result[4];
        flags[FLAG_EQ] = flags[FLAG_Z];
        flags[FLAG_NE] = ~flags[FLAG_Z];
      end  
      default: o = 4'b0000;
    endcase
  end
endmodule
```

## run.sh

```bash
#!/bin/bash
# OpenROAD 26Q1-2900-gdf79404cd8, Yosys 0.63+post, stock flow scripts
make -C /OpenROAD-flow-scripts/flow DESIGN_CONFIG=/design/flow/config.mk WORK_HOME=/design/flow/orfs finish
```

## config.mk

```make
export PLATFORM = sky130hd
export DESIGN_NAME = ALU
export DESIGN_NICKNAME = ALU
export VERILOG_FILES = /design/flow/design.v
export SDC_FILE = /design/flow/constraint.sdc
export NUM_CORES = 4
export LEC_CHECK = 1
export CORE_AREA = 10 10 90 90
export DIE_AREA = 0 0 100 100
```

## constraint.sdc

```tcl
current_design ALU

set clk_period 4.0
set clk_io_pct 0.2

create_clock -name clk0 -period $clk_period

set non_clock_inputs [all_inputs -no_clocks]
set_input_delay [expr $clk_period * $clk_io_pct] -clock clk0 $non_clock_inputs
set_output_delay [expr $clk_period * $clk_io_pct] -clock clk0 [all_outputs]
```

==> Slide: Implementation Results <==
Implementation Results

Cells and area
  • Most frequent logic cell in the layout: buf_4
  • Share of layout cells above drive strength 1: 36.1%
  • FF+latch area: 0 µm²
  • Logic area: 980 µm²
  • FILL cells: 677
  • Top cells excl fill/tap: 44 x buf_4, 18 x clkdlybuf4s50_1, 11 x nand2_1
  • Clk_buf instances: 0
  • Flops: 0
  • Area growth, synth to finish: 73.8%
  • Post-Layout Cell Count: 279

Final timing
  • Slew @ Worst Pin: 0.466 ns
  • Final setup fails: 0
  • Final worst path period share: 97.4%
  • Slew HR: 68.7%
  • RSZ-0062 raised after global routing: false
  • Max Freq: 257 MHz
  • Fin crit period: 3.90 ns
  • Final Hold Viols: 0
  • Fin Hold WS: 2.51 ns
  • Final Max Slew Viols: 0

Power and ir drop
  • Leak: 0.746 nW
  • VDD IR max: 0.0621 mV
  • Power Density: 127 nW/µm²

Route
  • Antenna fix cells: 0
  • Post-route ant nets: 0
  • Via density: 4.40
  • Avg WL per Cell: 13.6 µm
  • Via count: 1,228
  • DRT iter0 DRCs: 69
  • Total Wirelength: 3800 µm
  • DRT Pass-1 Iters: 4
  • DRC viols: 0

Place
  • Post-placement cell count: 278
  • Port Buffers: 24
  • Placer Congestion: 0.942
  • Post-DP HPWL: 3280 µm

Floorplan
  • Core area: 6280 µm²
  • Die area: 10,000 µm²
  • DIE WIDTH: 100 µm
  • IO Count: 24
  • Die height: 100 µm
  • Cell Rows: 29
  • Floorplan utilization: 15.6%

Worst hold path
  • Worst Hold Path EP: flags[5]
  • Hold Crit Start: b[3]
  • Worst hold path type: input port to output port
  • Hold Path Stages: 7

Critical path
  • Req. time, crit path: 3.20 ns
  • CP Capture Type: output port
  • WP data arrival: 3.10 ns
  • CP startpoint kind: input port
  • Slowest stage cell, crit path: or4_4
  • Crit-path cells: clkdlybuf4s50_1 > inv_1 > ha_4 > buf_4 > inv_1 > xnor2_2 > or4_4 > nand4_1 > clkdlybuf4s50_1
  • Crit path kind: input port to output port
  • Max Fanout on Critical Path: 4
  • Slowest stage delay, CP: 0.54 ns

Logic synthesis
  • Post-Syn Area per Cell: 7.02 µm²
  • Synthesis Warnings: 1
  • Post-Syn Area: 982 µm²
  • Yosys stat chip area: 982 µm²
  • Yosys stat cell total: 140
  • Mapped Cells: 140
  • Seq share, synth: 0%
  • Post-synthesis cell type count: 50

Global routing
  • Vias in the first global route: 1,201
  • First-pass GRT wire length: 6150 µm
  • Initial antenna violation count: 0
  • Largest net degree at the start of global routing: 14
  • Grt total ovfl: 0
  • Total track usage: 7.42%

Run
  • Log Warnings: 40
  • Total of max-cap violations: 0

Run status
  • Status: completed
## cell usage after synthesis (2+ instances only)
master    number  area share, %
a32oi_1        3            2.7
inv_1         13            5.0
or3_1          2            1.3
nand2_1       11            4.2
xor2_1         3            2.7
mux2i_1        2            2.0
o211ai_1       2            1.5
nor2b_1        3            1.9
a21oi_1        8            4.1
nand3b_1       2            1.5
buf_4          2            1.5
nor4_1         3            1.9
nand2b_1       2            1.3
o21ai_0        7            3.6
a22oi_1        2            1.5
nor3_1         5            2.5
fa_1           2            4.1
nand3_1        7            3.6
ha_1          12             15
o221ai_1       2            1.8
and2_1         3            1.9
nor2_1         8            3.1
and3_1         2            1.3
o31ai_1        2            1.5
xnor2_1        4            3.6
buf_2          4            2.0
## where the power goes
| part | total [W] | switching (W) | leakage, nW | internal (W) |
|---|---|---|---|---|
| clock network | 0 | 0 | 0 | 0 |
| logic | 0.000217 | 0.0000942 | 0.746 | 0.000123 |
| registers | 0 | 0 | 0 | 0 |
| total | 0.000217 | 0.0000942 | 0.746 | 0.000123 |
## through the flow
| step | setup TNS [ns] | util (%) | setup WS [ns] | power, W | area [µm²] |
|---|---|---|---|---|---|
| after floorplan | 0 | - | 0.920 | 0.0000893 | 982 |
| after global placement | -0.630 | 25.7 | -0.156 | 0.000203 | 1610 |
| after detailed placement | -0.625 | 25.7 | -0.191 | 0.000202 | 1610 |
| after CTS | 0 | 26.4 | 0.0138 | 0.000212 | 1660 |
| after global routing | 0 | 27.2 | 0.00192 | 0.000237 | 1710 |
| final | 0 | 27.2 | 0.103 | 0.000217 | 1710 |
## how the worst max path moves through the flow
stage	slack [ns]	cells past startpoint	end	startpoint
final	0.10	9	flags[0]	a[3]
after global routing	0.002	9	flags[0]	a[3]
after CTS	0.01	9	flags[0]	b[3]
## per-layer routing
| layer | global-route usage, % | up-vias | routed length, µm |
|---|---|---|---|
| li1 | - | 635 | - |
| met1 | 10.0 | 560 | 1710 |
| met2 | 13.1 | 31 | 1910 |
| met3 | 0.486 | 2 | 145 |
| met4 | 0.543 | 0 | 33 |
| met5 | 0 | - | 0 |
## worst max-delay path: cells and delay by family
kind / cells / cell delay (ns)
buf+inv: 5 / 1.23
xor+xnor: 1 / 0.16
simple gates: 2 / 0.63
fa+ha+maj: 1 / 0.28
## final cells by class
type               count  area share [%]
inverters             13            2.86
multi-input cells    120            57.4
well taps             77            5.65
repair buffers        69            34.1
## what timing repair did
| item | CTS | global route |
|---|---|---|
| gates cloned | 0 | 0 |
| resized | 16 | 10 |
| pin swaps | 3 | 0 |
| setup endpoints to repair | 6 | 3 |
| setup buffers | 1 | 0 |
| hold buffers | 0 | 0 |
## logic make-up after synthesis
| group | after synthesis | synth area share (%) |
|---|---|---|
| muxes | 3 | 3.18 |
| buffers and inverters | 20 | 8.92 |
| xor gates and xnor gates | 7 | 6.24 |
| AOI/OAI and AO/OA | 41 | 31.1 |
| and+or+nand+nor | 55 | 31.2 |
| adders and majority gates | 14 | 19.4 |
No activity file was given, so power comes from the tool's default toggle rates.
